[/design/flow/config.mk]
export PLATFORM = sky130hd
export DESIGN_NAME = top_module
export DESIGN_NICKNAME = top_module
export VERILOG_FILES = /design/flow/design.v
export SDC_FILE = /design/flow/constraint.sdc
export NUM_CORES = 4
export LEC_CHECK = 1
export CORE_UTILIZATION = 40
[/design/flow/constraint.sdc]
current_design top_module

set clk_period 5.4
set clk_io_pct 0.2

create_clock -name clk0 -period $clk_period [get_ports {clk}]

set non_clock_inputs [all_inputs -no_clocks]
set_input_delay [expr $clk_period * $clk_io_pct] -clock clk0 $non_clock_inputs
set_output_delay [expr $clk_period * $clk_io_pct] -clock clk0 [all_outputs]
[/design/flow/design.v]
`timescale 1ns / 1ps
module Datapath #(parameter N = 8) (
    input wire clk, rst,
    input wire EA, EB, WR, Li, Lj, Ei, Ej, Csel, Bout, s, Rd,
    input wire [2:0] Radd,          
    output wire [N-1:0] DataOut,    
    input wire [N-1:0] Datain,      
    output wire AgtB,               
    output wire zi, zj              
);
    wire [2:0] i_val, j_val;
    wire [2:0] addr_mux_out;
    wire [2:0] final_addr;
    wire [N-1:0] Mij;           
    wire [N-1:0] din_mux_out;       
    wire [N-1:0] A, B;              
    wire [N-1:0] ABMux;        
    load_counter counter_i (
        .clk(clk),
        .rst(rst),
        .ld(Li),
        .en(Ei),
        .ld_val(3'd0),
        .count(i_val)
    );
    load_counter counter_j (
        .clk(clk),
        .rst(rst),
        .ld(Lj),
        .en(Ej),
        .ld_val(i_val + 1),
        .count(j_val)
    );
    mux_para #(3) i_j_mux (
        .sel(Csel),
        .in0(i_val),
        .in1(j_val),
        .out(addr_mux_out)
    );
    mux_para #(3) radd_mux (
        .sel(s),
        .in0(Radd),
        .in1(addr_mux_out),
        .out(final_addr)
    );
    Equality_checker eq_i (
        .a(i_val),
        .b(3'd6),
        .eq(zi)
    );
    Equality_checker eq_j (
        .a(j_val),
        .b(3'd7),
        .eq(zj)
    );
    RAM ram_block (
        .clk(clk),
        .we(WR),
        .addr(final_addr),
        .din(din_mux_out),
        .dout(Mij)
    );
    Register reg_A (
        .clk(clk),
        .rst(rst),
        .en(EA),
        .d_in(Mij),
        .d_out(A)
    );
    Register reg_B (
        .clk(clk),
        .rst(rst),
        .en(EB),
        .d_in(Mij),
        .d_out(B)
    );
    Comparator comp (
        .A(A),
        .B(B),
        .AgtB(AgtB)
    );
    mux_para #(N) ab_mux (
        .sel(Bout),
        .in0(A),
        .in1(B),
        .out(ABMux)
    );
    mux_para #(N) data_in_mux (
        .sel(s),
        .in0(Datain),
        .in1(ABMux),
        .out(din_mux_out)
    );
    assign DataOut = Rd ? Mij : {N{1'bz}};
endmodule
`timescale 1ns / 1ps
module Equality_checker (
    input wire [2:0] a,
    input wire [2:0] b,
    output wire eq
);
    assign eq = (a == b);
endmodule
module FSM (
    input wire clk,
    input wire rst,s,
    input wire AgtB,
    input wire zi,
    input wire zj,
    output reg Li,
    output reg Lj,
    output reg Ei,
    output reg Ej,
    output reg EA,
    output reg EB,
    output reg WR,
    output reg Csel,
    output reg Bout,
    output reg done
);
    parameter S0 = 3'd0,
              S1 = 3'd1,
              S2 = 3'd2,
              S3 = 3'd3,
              S4 = 3'd4,
              S5 = 3'd5,
              S6 = 3'd6,
              S7 = 3'd7;
    reg [2:0] current_state, next_state;
    always @(posedge clk or posedge rst) begin
        if (rst)
            current_state <= S0;
        else
            current_state <= next_state;
    end
    always @(*) begin
        case (current_state)
            S0: next_state =(s)? S1:S0;
            S1: next_state = S2;
            S2: next_state = S3;
            S3: begin
                if (AgtB)
                    next_state = S4;
                else if (zj==1'b0)
                    next_state = S2;
                else if (zi==1'b1)
                    next_state = S7;
                else
                    next_state = S1;
            end
            S4: next_state = S5;
            S5: next_state = S6;
             S6: begin
                if (zj==1'b0)
                    next_state = S2;
                else if (zi==1'b1)
                    next_state = S7;
                else
                    next_state = S1;
            end
            S7: 
                    next_state = (s)?S7:S0;   
            default: next_state = S0;
        endcase
    end
    always @(*) begin
        Li = 0; Lj = 0;
        Ei = 0; Ej = 0;
        EA = 0; EB = 0;
        WR = 0; Csel = 0; Bout = 0;
        done = 0;
        case (current_state)
            S0: begin
                Li = 1;
                Ei = 1;
            end
            S1: begin
                EA = 1;
                Csel = 0;
                Lj = 1;
                Ej = 1;
            end
            S2: begin
                EB = 1;
                Csel = 1;
            end
            S3: begin
                if (!AgtB && !zj)
                    Ej = 1;
                else if (!AgtB && !zi)
                    Ei = 1;
            end
            S4: begin
                WR = 1;
                Csel = 0;
                Bout = 1;
            end
            S5: begin
                WR = 1;
                Csel = 1;
                Bout = 0;
            end
            S6: begin
                EA = 1;
                Csel = 0;
           if(zj==1'b0) Ej=1;
          else if(zi==1'b0) Ei=1;
            end
            S7: begin
                    done = 1;
            end
        endcase
    end
endmodule
`timescale 1ns / 1ps
module RAM (
    input wire clk,
    input wire we,
    input wire [2:0] addr,
    input wire [7:0] din,  
    output wire [7:0] dout
);
    reg [7:0] mem [0:7];
    assign dout = mem[addr]; 
    always @(posedge clk) begin
        if (we)
            mem[addr] <= din;
    end
endmodule
`timescale 1ns / 1ps
module Register (
    input wire clk,
    input wire rst,
    input wire en,
    input wire [7:0] d_in,
    output reg [7:0] d_out
);
    always @(posedge clk or posedge rst) begin
        if (rst)
            d_out <= 8'd0;
        else if (en)
            d_out <= d_in;
    end
endmodule
`timescale 1ns / 1ps
module Comparator (
    input wire [7:0] A,
    input wire [7:0] B,
    output wire AgtB
);
    assign AgtB = (A > B);
endmodule
`timescale 1ns / 1ps
module load_counter (
    input wire clk,
    input wire rst,
    input wire ld,
    input wire en,
    input wire [2:0] ld_val,
    output reg [2:0] count
);
    always @(posedge clk or posedge rst) begin
        if (rst)
            count <= 3'd0;
        else if (ld)
            count <= ld_val;
        else if (en)
            count <= count + 1;
    end
endmodule
`timescale 1ns / 1ps
module mux_para #(parameter N = 8) (
    input wire sel,
    input wire [N-1:0] in0,
    input wire [N-1:0] in1,
    output wire [N-1:0] out
);
    assign out = sel ? in1 : in0;
endmodule
`timescale 1ns / 1ps
module top_module#(parameter N=8, parameter L=3
)( input clk,rst,s,
output done,
input Rd,Wrinit,
input [N-1:0]Datain,
input [L-1:0]Radd,
output [N-1:0]DataOut
    );
    wire zi,zj,AgtB;
    wire Li,Lj,Ei,Ej,EA,EB;
    wire Csel,Bout,Wr;
    FSM fsm_mdoule (
        .clk(clk),
        .rst(rst),
        .s(s),
        .zi(zi),
        .zj(zj),
        .AgtB(AgtB),
        .Li(Li),
        .Lj(Lj),
        .Ei(Ei),
        .Ej(Ej),
        .EA(EA),
        .EB(EB),
        .WR(Wr),
        .Csel(Csel),
        .Bout(Bout),
        .done(done)
    );
    Datapath #(8) datapath_module (
        .clk(clk),
        .rst(rst),
        .EA(EA),
        .EB(EB),
        .WR(Wr | Wrinit),
        .Li(Li),
        .Lj(Lj),
        .Ei(Ei),
        .Ej(Ej),
        .Csel(Csel),
        .Bout(Bout),
        .s(s),
        .Rd(Rd),
        .Radd(Radd),
        .Datain(Datain),
        .DataOut(DataOut),
        .AgtB(AgtB),
        .zi(zi),
        .zj(zj)
    );
endmodule
[/design/flow/run.sh]
#!/bin/bash
# OpenROAD 26Q1-2900-gdf79404cd8, Yosys 0.63+post, stock flow scripts
make -C /OpenROAD-flow-scripts/flow DESIGN_CONFIG=/design/flow/config.mk WORK_HOME=/design/flow/orfs finish
==> metrics.yaml <==
outcome: "finished, final reports clean"
drtAntennaViolNets: 0
antenna_found_initial: 0
ys_sh_simple_pct: 9.25
cts_resized: 0
gp_congestion: 0.827
p_per_area_nw_per_um2: 570
worst_pin_slew_ns: 0.789
vdd_drop_max_uv: 293
via_per_inst: 5.38
diodes: 0
die_y_um: 107
numPortBuffers: 23
place_area_sq_um: 4850
mux_share_pct: 13.8
skew_ns: 0.0129
fp_util_pct: 41.9
fa_ha_area_share_pct: 3.43
clk_pin_slew_worst_paths_ns: 0.10
avgSynthCellArea_sq_um: 13.7
placementRows: 37
cp.required_ns: 4.32
fin_cells: 502
crit_fanout: 26
syn_to_final_growth_pct: 15.5
synth_flops: 94
tritoncts: "done"
crit_type: "input pin to output port"
arrival_ns: 3.91
ys_cells: 321
max-slew-margin-rel_pct: 47.0
path_depth: 8
grt_pass1_vias: 2679
cts.sinks: 94
core-area_sq_um: 10500
postSynthCellCount: 321
crit_slowest_cell: "clkdlybuf4s50_1"
grt_usage_pct: 18.1
ff_type: "edfxtp_1"
netlist_logic_family_top: "multiplexers"
via_count: 2699
tns_ns: 0
firstDrtPassIters: 4
fmaxAchievable_mhz: 200
drt_iter0_drc: 128
fin_area_sq_um: 5060
xor_area_share_pct: 0.400
final_layout_size_suffix_gt1_share_pct: 22.7
grt_pass1_wl_um: 14500
final_common_cell: "edfxtp_1"
clk_path_buf_depth: 2
hold_class: "flip-flop to flip-flop"
cp_num_buf_inv: 2
chip_area_sq_um: 11400
worstSetupEndpointType: "output port"
max_stage_delay_ns: 0.63
die_w_um: 107
final_cell_mix: "64 x edfxtp_1, 32 x nor2_1, 31 x mux2_2"
p_leak_nw: 1.97
num_io_pins: 25
cts_hold_repair.buffers: 0
grt_overflow_total: 0
cts_root_buf: "clkbuf_8"
synth-area-yosys_sq_um: 4380
async_flop_share_pct: 31.9
dp_cells: 486
wl_per_cell_um: 18.1
yosys_warnings: 6
hold_path_depth: 0
cts_setup_buffers: 0
path_cells: "clkdlybuf4s50_1 > nor2_1 > a41oi_1 > nand2_4 > nor2_1 > a32oi_1 > o211ai_1 > clkdlybuf4s50_1"
edf_count: 64
drc_errors: 0
htreeDepth: 3
maxSlewViolCount: 0
finalCriticalPeriod_ns: 4.99
grt_max_degree: 31
yosysUniqueCellTypes: 52
cap_violations: 0
dp_hpwl_um: 6350
path_delay_family: "buffers and inverters"
finalCritPeriodShare_pct: 92.4
cts_buffers: 9
ys_seq_share_pct: 61.0
finalWirelength_um: 9090
aoi_share_pct: 9.25
setup_viol_count_final: 0
warning_count: 27
clk_latency_ns: 0.37
reg2regPathDepth: 7
rsz0062_at_grt: "false"
start_kind: "input pin"
syn-cell-area_sq_um: 4380
hold_violations: 0
## sequential cells by signal, indices dropped and copies added, names as in the netlist
name	count
datapath_module.counter_j.count	3
datapath_module.ram_block.mem	64
datapath_module.reg_A.d_out	8
datapath_module.counter_i.count	3
fsm_mdoule.current_state	8
datapath_module.reg_B.d_out	8
## Yosys cell counts, drive strengths merged (7+ instances only)
cell type | count | share of area [%]
a21oi | 16 | 1.8
a32oi | 8 | 1.8
dfrtp | 29 | 17
edfxtp | 64 | 44
ha | 12 | 3.4
inv | 13 | 1.1
mux2 | 36 | 9.7
mux2i | 18 | 4.1
nand2 | 11 | 1.1
nand3 | 7 | 0.91
nor2 | 32 | 2.7
## worst paths after layout
| kind | from | endpoint | slack [ns] |
|---|---|---|---|
| min in group asynchronous | rst | datapath_module.reg_B.d_out[0] | 1.07 |
| max | s | DataOut[6] | 0.41 |
| max in group asynchronous | rst | fsm_mdoule.current_state[0] | 3.99 |
| min | fsm_mdoule.current_state[1] | fsm_mdoule.current_state[5] | 0.49 |
| min reg2reg | fsm_mdoule.current_state[1] | fsm_mdoule.current_state[5] | 0.49 |
| max reg2reg | fsm_mdoule.current_state[3] | datapath_module.ram_block.mem[1][1] | 1.90 |
## layout make-up
type / instances / area (sq um)
clock buffer: 9 / 124
clock inverter: 7 / 92.6
fill: 918 / 5400
inverter: 13 / 48.8
multi-input combinational: 202 / 1590
sequential: 94 / 2670
tap: 136 / 170
timing repair buffer: 41 / 365
## kinds of logic after synthesis
logic type	Yosys count
adders and majority gates	12
AOI/OAI and AO/OA	54
and+or+nand+nor	80
buffers and inverters	25
muxes	54
xor gates and xnor gates	2
DFF	94
## power by group
group | internal [W] | total [W] | switching (W) | leakage, nW
Sequential | 0.00103 | 0.00112 | 0.0000891 | 0.959
Clock | 0.000225 | 0.000489 | 0.000264 | 0.109
Combinational | 0.000605 | 0.00127 | 0.000666 | 0.906
Total | 0.00187 | 0.00288 | 0.00102 | 1.97
## routing by layer
| metal | GRT usage [%] | share of wire, % |
|---|---|---|
| met1 | 28.8 | 47 |
| met2 | 26.0 | 44 |
| met3 | 6.20 | 7.1 |
| met4 | 3.42 | 2.4 |
| met5 | 0 | 0 |
## per-stage QoR
step	utilization (%)	setup WS (ns)	hold WS (ns)	total power (W)
2_1_floorplan	-	1.56	0.421	0.00201
3_3_place_gp	46.3	0.427	0.470	0.00241
3_5_place_dp	46.3	0.389	0.456	0.00242
4_1_cts	48.4	0.395	0.490	0.00292
5_1_grt	48.4	0.197	0.515	0.00309
6_report	48.4	0.409	0.492	0.00288
Power figures rest on the tool's default switching activity, not on a simulated workload.
